===== /design/flow/design.v =====
`timescale 1ns / 1ps
module program_counter(clk, rst, pc);
    input logic clk, rst; 
    output logic [7:0] pc; 
    always @ (posedge clk, posedge rst) begin
        if (rst) pc = 0;
        else pc = pc + 1;  
    end
endmodule

===== /design/flow/run.sh =====
#!/bin/bash
# OpenROAD 26Q1-2900-gdf79404cd8, Yosys 0.63+post, stock flow scripts
make -C /OpenROAD-flow-scripts/flow DESIGN_CONFIG=/design/flow/config.mk WORK_HOME=/design/flow/orfs finish

===== /design/flow/constraint.sdc =====
current_design program_counter

set clk_period 2.1
set clk_io_pct 0.2

create_clock -name clk0 -period $clk_period [get_ports {clk}]

set non_clock_inputs [all_inputs -no_clocks]
set_input_delay [expr $clk_period * $clk_io_pct] -clock clk0 $non_clock_inputs
set_output_delay [expr $clk_period * $clk_io_pct] -clock clk0 [all_outputs]

===== /design/flow/config.mk =====
export PLATFORM = sky130hd
export DESIGN_NAME = program_counter
export DESIGN_NICKNAME = program_counter
export VERILOG_FILES = /design/flow/design.v
export SDC_FILE = /design/flow/constraint.sdc
export NUM_CORES = 4
export LEC_CHECK = 1
export CORE_AREA = 10 10 70 70
export DIE_AREA = 0 0 80 80

==> flow_metrics.py <==
# Auto-generated metrics
metrics = {
    "die": {
        "die_h_um": 80,
        "core_area_sq_um": 3420,
        "die_area_sq_um": 6400,
        "io_pins": 10,
        "row_count": 21,
        "initCoreUtil_pct": 9.38,
        "fp.dieW_um": 80,
    },
    "final_layout": {
        "fin_cells": 83,
        "layout-drive-gt1-share_pct": 13.5,
        "nFillCells": 398,
        "area_growth_pct": 53.1,
        "largest_reg_flops": 8,
    },
    "global_route": {
        "grt_pass1_vias": 233,
        "antenna_found_initial": 0,
        "track_usage_pct": 2.45,
        "grt_pass1_wl_um": 1200,
        "grt_max_degree": 9,
        "gr-total-overflow": 0,
    },
    "place": {
        "numPortBuffers": 9,
        "gp_congestion": 0.662,
        "dp_hpwl_um": 597,
        "dp_slack_ns": 0.738,
        "dp.cells": 80,
    },
    "setup_path": {
        "path_delay_family": "buffers and inverters",
        "slowest_stage": "clkdlybuf4s50_1",
        "max_stage_delay_ns": 0.50,
        "cp.required_ns": 1.68,
        "crit_buf_inv": 1,
        "critPathArrivalTime_ns": 1.19,
        "critPathCaptureType": "primary output",
        "crit_path_max_fanout": 5,
        "critPathKind": "reg2out",
        "cp-start-kind": "flip-flop",
        "worstPathCellList": "clkdlybuf4s50_1",
    },
    "cts": {
        "clk_pin_slew_ns": 0.05,
        "cts_root_buf": "clkbuf_4",
        "cts_tree": "yes",
        "cts_resized": 0,
        "clk_latency_ns": 0.25,
        "cts_buffers": 3,
        "ctsHoldBuffers": 0,
        "clockBufferDepth": 2,
        "htreeDepth": 1,
        "clock-sinks": 8,
        "postCtsSetupRepairBufs": 0,
    },
    "yosys": {
        "ys_seq_share_pct": 62.5,
        "ys_warn_count": 1,
        "synth-cells-yosys": 25,
        "syn_area_sq_um": 320,
        "synth_cell_types": 11,
        "syn-instance-count": 25,
        "ys_ff": 8,
        "avgSynthCellArea_sq_um": 12.8,
        "synth_chip_area_sq_um": 320,
    },
    "run": {
        "max_cap_violations": 0,
        "warning_count": 25,
    },
    "timing": {
        "relSlewSlack_pct": 79.7,
        "timing.fmax_ghz": 0.621,
        "fin_setup_tns_ns": 0,
        "tightest_slew_ns": 0.305,
        "drv_slew": 0,
        "period_used_pct": 76.7,
        "fin_ws_ns": 0.490,
        "fin_hold_ws_ns": 0.419,
        "hold_viol": 0,
        "setup_violations": 0,
        "rsz0062_at_grt": "false",
        "finalCriticalPeriod_ns": 1.61,
        "skew_ns": 0.00358,
    },
    "routing": {
        "drt-pass1-iter-count": 2,
        "finalWirelength_um": 726,
        "antenna_left": 0,
        "n_antenna_cell": 0,
        "vias_per_cell": 2.55,
        "wire_per_inst_um": 8.75,
        "drt_iter0_drc": 2,
        "num_vias": 212,
        "drc_errors": 0,
    },
    "run_status": {
        "outcome": "complete, no violations",
    },
    "hold_path": {
        "worst_hold_path_type": "in2async",
    },
    "pwr": {
        "p_leak_nw": 0.202,
        "p_per_area_nw_per_um2": 557,
        "peakVddDrop_mv": 0.200,
        "power_mw": 0.273,
    },
}
## per-layer routing
layer	share of wire (%)	global-route usage, %
met2	44	3.69
met5	0	0
met4	0	0.528
met3	5.4	1.14
met1	51	3.12
## cells in the mapped netlist
master | number | area [sq um]
and3_1 | 1 | 6.26
nand3_1 | 2 | 10.0
ha_1 | 1 | 12.5
dfrtp_1 | 8 | 200
nand2_1 | 2 | 7.51
nor2_1 | 1 | 3.75
xnor2_1 | 3 | 26.3
nor3_2 | 1 | 10.0
inv_1 | 2 | 7.51
xor2_1 | 3 | 26.3
nand3_2 | 1 | 10.0
## through the flow
step | instance area [sq um] | util [%]
2_1_floorplan | 320 | -
3_3_place_gp | 468 | 13.7
4_1_cts | 490 | 14.4
5_1_grt | 490 | 14.4
3_5_place_dp | 468 | 13.7
6_report | 490 | 14.4
## final timing paths
| check | to | depth (start not counted) | start | slack [ns] |
|---|---|---|---|---|
| worst max-delay path | pc[2] | 1 | pc[2]$_DFF_PP0_ | 0.49 |
| worst min-delay path | pc[7]$_DFF_PP0_ | 2 | rst | 0.42 |
| worst max register to register | pc[7]$_DFF_PP0_ | 3 | pc[2]$_DFF_PP0_ | 1.07 |
| worst min register to register | pc[7]$_DFF_PP0_ | 1 | pc[7]$_DFF_PP0_ | 0.47 |
| max in group asynchronous | pc[0]$_DFF_PP0_ | 2 | rst | 1.45 |
| min in group clk0 | pc[7]$_DFF_PP0_ | 1 | pc[7]$_DFF_PP0_ | 0.47 |
## placed cells by master, fill, tap and decap left out
master / netlist / final
clkdlybuf4s50_1: 0 / 9
dfrtp_1: 8 / 8
xor2_1: 3 / 3
xnor2_1: 3 / 3
clkbuf_4: 0 / 3
nand2_1: 2 / 2
nand3_1: 2 / 2
inv_1: 2 / 2
nand3_2: 1 / 1
nor3_2: 1 / 1
and3_1: 1 / 1
nor2_1: 1 / 1
ha_1: 1 / 1
## where the power goes
part	switching (mW)	internal, mW	leakage (nW)
clock network	0.0489	0.0652	0.0138
registers	0	0.154	0.102
logic	0.00309	0.00174	0.0863
total	0.0520	0.221	0.202
## cell families (layout without fill, tap and decap cells)
group	after synthesis	count (layout)	share of synthesized area [%]
DFF	8	8	62.5
and+or+nand+nor	8	8	14.8
adders and majority gates	1	1	3.91
buffers and inverters	2	14	2.34
xor gates and xnor gates	6	6	16.4
## final cells by class
type | count | area, sq um | area share [%]
timing repair buffer | 9 | 90.1 | 18.4
multi-input combinational | 15 | 113 | 23.0
clock buffer | 3 | 22.5 | 4.59
tap | 46 | 57.6 | 11.7
sequential | 8 | 200 | 40.8
inverter | 2 | 7.51 | 1.53
Power figures rest on the tool's default switching activity, not on a simulated workload.
