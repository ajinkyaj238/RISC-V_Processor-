### design/flow/design.v
`timescale 1ns / 1ps
module regfile(rst, clk, rd0_addr, rd1_addr, wr_addr, wr_data, wr_en, rd0_data, rd1_data); 
input logic rst, clk, wr_en; 
input logic [2:0] rd0_addr, rd1_addr, wr_addr; 
input logic [15:0] wr_data; 
output logic [15:0] rd0_data,  rd1_data; 
reg [15:0]reggae[0:7];
always_ff@(posedge clk, negedge rst)begin
    if (rst == 1'b0)begin
        for (int i =0; i< $size(reggae); i++)
            reggae[i] = 0;
    end 
   else if (wr_en == 1'b1)begin
        reggae[wr_addr] = wr_data; 
    end
   else begin
        rd0_data = reggae[rd0_addr];
        rd1_data = reggae[rd1_addr];
    end
end
endmodule
### design/flow/config.mk
export PLATFORM = sky130hd
export DESIGN_NAME = regfile
export DESIGN_NICKNAME = regfile
export VERILOG_FILES = /design/flow/design.v
export SDC_FILE = /design/flow/constraint.sdc
export NUM_CORES = 4
export LEC_CHECK = 1
export CORE_UTILIZATION = 50
### design/flow/run.sh
#!/bin/bash
# OpenROAD 26Q1-2900-gdf79404cd8, Yosys 0.63+post, stock flow scripts
make -C /OpenROAD-flow-scripts/flow DESIGN_CONFIG=/design/flow/config.mk WORK_HOME=/design/flow/orfs finish
### design/flow/constraint.sdc
current_design regfile

set clk_period 1.6
set clk_io_pct 0.2

create_clock -name clk0 -period $clk_period [get_ports {clk}]

set non_clock_inputs [all_inputs -no_clocks]
set_input_delay [expr $clk_period * $clk_io_pct] -clock clk0 $non_clock_inputs
set_output_delay [expr $clk_period * $clk_io_pct] -clock clk0 [all_outputs]
==> run summary <==
This memo summarizes the results of the implementation run.

Placed design
Before CTS, the worst setup slack after placement is -0.450 ns. Buffers placed on the I/O ports in this run total between 50 and 60. The global placement routability congestion is 0.850.

The HPWL after detailed placement is between 10 and 15 mm.

Routing
The number of antenna diodes is 0. The detailed router's first-iteration violation count is 429. The iteration count recorded for the first detailed-route pass is 5. In the final routed layout, each cell accounts on average for roughly 23 um. In the routed layout, each cell is associated on average with a via count of 6.04. In this run the remaining antenna-violating nets after routing total 0. The wire length recorded after detailed routing is between 20 and 25 mm. The via count of the routed design is around 5700. The DRC violations left is 0.

Worst setup path
Broken down by cell family, the worst path's largest delay share belongs to buffers and inverters. STA classifies the critical path endpoint as a primary output. The category of the worst setup path launch point is a register. The buffers plus inverters on the worst setup path is 1.

The cell sequence reported for the critical path is clkdlybuf4s50_1. The OpenROAD report gives the critical path a data arrival time of around 1.2 ns. The largest incremental delay on the critical path is 0.47 ns. The number of cells on the worst reg-to-reg path is 2.

The end of the worst register-to-register path is rd1_data[14]$_DFFE_PP_. The critical path is of the reg -> out type. The OpenROAD report gives the critical path a required time of 1.28 ns. Looking at the reg2reg group, the worst path starts from reggae[7][14]$_DFFE_PN0P_. The highest net fanout along the worst path is 1. The critical-path cell with the highest stage delay is sky130_fd_sc_hd__clkdlybuf4s50_1. In this run the register-to-register setup slack is roughly 0.2 ns.

Yosys
In this run, synthesis inferred 32 flip-flops with an integrated enable. Yosys attributes the largest share of cell area to sky130_fd_sc_hd__dfrtp_1, sky130_fd_sc_hd__mux2_2, sky130_fd_sc_hd__edfxtp_1, sky130_fd_sc_hd__mux2i_1, sky130_fd_sc_hd__o22a_1. Of all cell types, the one taking the most synthesized area is sky130_fd_sc_hd__dfrtp_1. Per the synth stats, the proportion of register bits with asynchronous set or reset is 80.0%.

Per the Yosys statistics, synthesis produced 625 cells. The area fraction of the largest cell type after synthesis is around two fifths. Counting distinct cell types in the post-synthesis netlist gives roughly 40. Yosys reports a chip area of between 0.008 and 0.009 mm2.

During synthesis, Yosys emitted a total of 2 warnings. The most instantiated flip-flop cell in the synthesis netlist is sky130_fd_sc_hd__dfrtp_1. The proportion of synthesized chip area in sequential cells is between 50% and 60%. The number of flip-flops and latches in the synthesized netlist is between 150 and 200.

The mapped cell area is around 0.008 mm2. Synthesis handed over a netlist of 625 instances. The average instance in the mapped netlist occupies roughly 13 um2.

Floorplanning
At the floorplan stage, the core utilization is reported as a little over half. The floorplan has 45 rows. The area of the die is approximately 0.017 mm2. According to the floorplan report, the die height is between 100 and 150 um.

The die boundary width is 129 um. For this design the top-level I/O count stands at 60. The core footprint is about 0.015 mm2.

Clocking
The clock tree from TritonCTS is done. The insertion delay at the late pin of the worst-skew pair is 0.42 ns. The root buffer cell chosen for the clock tree is sky130_fd_sc_hd__clkbuf_16.

The clock net in this run drives a total of approximately 160 sinks. The clock passes through at most 2 buffers. The H-tree was split into 4 levels. The clock buffer count from CTS is 17. The register clock-pin slew on the reported worst setup and hold paths is 0.06 ns.

GRT
The number of antenna violations at the first check in global routing is 0. After global routing the overflow that remains totals 0. The via count of the first global-routing pass is approximately 5700. Entering global routing, the biggest net connects 129 pins.

In the global route stage, overall resource usage came out at between 20 and 30%. The wire length of the first global-routing pass is 33.4 mm.

Pwr
The total power density per cell area is approximately 1200 mW/mm2. The standby leakage power is between 4 and 5 nW. The highest ir drop seen on vdd is between 700 and 800 uV.

Timing
The relative slew slack is approximately 52%. The final tally of setup violations is 0. The worst hold slack across all endpoints is approximately 0.072 ns. The worst path setup slack after routing is around 0.04 ns. The flow reports an fmax of between 600 and 700 MHz. Setup repair after global routing left no endpoint under its margin. The max-slew violation count is 0. The shortest period the worst path allows is ~1.6 ns.

In the finished design, the share of the clock period the worst path needs comes to a little over nine tenths. Across the routed clock network, the largest skew measured is 0.00594 ns. The final timing report lists a hold violation count of 0. At the pin with the least slew margin, the transition time is 0.723 ns.

Final layout
The most used logic cell in the final layout is sky130_fd_sc_hd__dfrtp_1. The filler cell count in the final layout is between 1000 and 1500. From synthesis to final layout, the design area changed by 24.6%. Leaving out fill and tap cells, the most frequent cells in the layout are sky130_fd_sc_hd__dfrtp_1, sky130_fd_sc_hd__mux2_2, sky130_fd_sc_hd__clkdlybuf4s50_1. In the final layout, the share of cells above drive strength 1 is between 30 and 40%.

Flow run
The number of warnings reported in the stage logs is 27. The number of maximum-capacitance constraint violations is 0.

Hold path
The kind of path behind the tightest hold check is in -> async.

Status
The flow ran to the end, and the final reports show no timing, DRC or antenna violations.
## report_power, final
| group | internal [W] | switching (W) |
|---|---|---|
| clock | 0.00272 | 0.00157 |
| combinational | 0.00137 | 0.000943 |
| sequential | 0.00499 | 0.000545 |
| total | 0.00908 | 0.00306 |
## state kept, by name, summed over array words and instances, names as in the netlist
| name | count |
|---|---|
| reggae | 128 |
| rd0_data | 16 |
| rd1_data | 16 |
## timing repair
action,4_1_cts,5_1_grt
hold buffers,0,0
setup buffers,0,0
endpoints found under the setup margin,16,18
resized,2,11
gates cloned,0,0
## cell families (layout without fill, tap and decap cells)
group / Yosys count / after routing / share of synthesized area, %
AND/OR/NAND/NOR: 87 / 87 / 6.46
AND-OR/OR-AND: 134 / 134 / 12.2
flip-flops: 160 / 160 / 51.8
multiplexers: 176 / 176 / 25.1
buffers and inverters: 68 / 168 / 4.45
## metal layers
layer	global-route usage (%)	up-vias	wire, um
li1	-	2532	-
met1	46.3	2870	9260
met2	41.9	221	9700
met3	7.12	34	1630
met4	5.95	0	512
met5	0	-	0
## synth_stat cells, drive strengths merged (5+ instances only)
cell type and n:
a211oi 13, a21oi 17, a22oi 14, a311oi 14, buf 34, clkbuf 18
dfrtp 128, edfxtp 32, inv 16, mux2 127, mux2i 44, mux4 5
nand2 21, nor2 19, nor2b 27, o21ai 17, o22a 27, o22ai 13
o32ai 14
## worst max path at each step
stage	startpoint	endpoint	slack, ns	cells after the start
global route	rd1_data[1]$_DFFE_PP_	rd1_data[1]	0.004	1
CTS	rd1_data[3]$_DFFE_PP_	rd1_data[3]	0.002	1
finish	rd0_data[4]$_DFFE_PP_	rd0_data[4]	0.04	1
## final cells by class
type	instances	area (um2)	area share [%]
Clock buffer	21	470	4.70
Clock inverter	11	160	1.60
Inverter	16	60.1	0.599
Multi-Input combinational cell	397	3540	35.3
Sequential cell	160	4160	41.6
Tap cell	211	264	2.64
Timing Repair Buffer	120	1360	13.6
## metrics by stage
step / setup TNS [ns] / power (W) / util (%) / std cells / instance area (um2)
floorplan: 0 / 0.00701 / - / 625 / 8050
global placement: -46.40 / 0.00784 / 60.6 / 904 / 9350
detailed placement: -49.65 / 0.00789 / 60.6 / 904 / 9350
CTS: 0 / 0.0122 / 64.8 / 936 / 9990
global route: 0 / 0.0127 / 64.9 / 936 / 10000
finish: 0 / 0.0121 / 64.9 / 936 / 10000
Power and IR drop assume default switching activity.
