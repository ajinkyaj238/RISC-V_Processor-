File: /design/flow/constraint.sdc
current_design TwoToOneMux

set clk_period 1.0
set clk_io_pct 0.2

create_clock -name clk0 -period $clk_period

set non_clock_inputs [all_inputs -no_clocks]
set_input_delay [expr $clk_period * $clk_io_pct] -clock clk0 $non_clock_inputs
set_output_delay [expr $clk_period * $clk_io_pct] -clock clk0 [all_outputs]
File: /design/flow/design.v
`timescale 1ns / 1ps
module TwoToOneMux(a, b, sel_mux, out);
input logic [15:0] a, b;
input logic sel_mux;
output logic [15:0] out;
assign out = (sel_mux == 1'b0)? a : b;
endmodule
File: /design/flow/config.mk
export PLATFORM = sky130hd
export DESIGN_NAME = TwoToOneMux
export DESIGN_NICKNAME = TwoToOneMux
export VERILOG_FILES = /design/flow/design.v
export SDC_FILE = /design/flow/constraint.sdc
export NUM_CORES = 4
export LEC_CHECK = 1
export CORE_AREA = 10 10 70 70
export DIE_AREA = 0 0 80 80
File: /design/flow/run.sh
#!/bin/bash
# OpenROAD 26Q1-2900-gdf79404cd8, Yosys 0.63+post, stock flow scripts
make -C /OpenROAD-flow-scripts/flow DESIGN_CONFIG=/design/flow/config.mk WORK_HOME=/design/flow/orfs finish
==> reports/results.tsv <==
stage	metric	value	unit
final_layout	nFillCells	374	
grt	antenna_found_initial	0	
routing	totalWireLength	1410	um
sta	rsz0062_at_grt	yes	
power_and_ir_drop	p_sw	0.0000674	W
power_and_ir_drop	clkPwrFrac	0	
sta	finalSetupTns	-0.817	ns
flow_run	cap_violations	0	
die	die_w	80	um
placement	place_congestion	0.815	
sta	setup_viol_count_final	16	
power_and_ir_drop	swShare	0.224	
synth	ys_cells	18	
routing	vias_per_cell	3.18	
grt	grt.total_usage	0.0420	
grt	grt_max_degree	9	
power_and_ir_drop	internal-power	0.000234	W
setup_path	crit_family	buffers and inverters	
flow_run	warnings	34	
setup_path	critPathBufInv	3	
final_layout	area_growth	219	%
synth	ys_chip_area	249	sq um
setup_path	slowest_stage	mux2_4	
sta	worstMarginPinSlew	0.0710	ns
routing	highest_layer	met3	
die	core_area	3420	sq um
final_layout	regArea	0	sq um
final_layout	final-comb-area	240	sq um
sta	layout_min_cycle_time	1.06	ns
routing	diodes	0	
die	num_io_pins	49	
placement	dp_slack	-0.853	ns
grt	grt_pass1_vias	430	
synth	ys_warn_count	0	
power_and_ir_drop	power.density	379	nW/um^2
sta	finalWorstSetupSlack	-0.0564	ns
routing	route.detailed.drc	0	
power_and_ir_drop	p_comb_frac	1.000	
sta	finalHoldViolations	0	
setup_path	crit_path_start_kind	input pin	
setup_path	endpoint_kind	output port	
final_layout	clockBufferCount	0	
synth	synthesis.area	249	sq um
power_and_ir_drop	vdd_drop_max	151	uV
grt	grt_pass1_wl	2190	um
final_layout	fin_area	795	sq um
sta	slew_viol_final	0	
cts	postCtsSetupBuffers	0	
min_path	worstHoldPathType	input pin to output port	
final_layout	nFlopsAndLatches	0	
synth	netlist.area_leader.share	0.603	
sta	fmax	947	MHz
routing	ant_nets	0	
routing	drt_iter0_drc	2	
final_layout	fin_util	0.233	
setup_path	cp_slowest_stage_delay	0.30	ns
placement	placed_cell_area	786	sq um
routing	vias	359	
routing	dr.pass1.iters	2	
status	status	complete, but fails checks	
power_and_ir_drop	seqPwrFrac	0	
setup_path	crit_chain	buf_12 -> buf_12 -> mux2_4 -> buf_6	
status	violations	negative setup slack	
setup_path	worstPathMaxFanout	8	
routing	met3_wirelength	329	um
die	die_h	80	um
routing	wl_met2	337	um
sta	final.period_utilization	1.06	
die	fp_util	0.0729	
final_layout	drive_gt1_frac	0.522	
routing	wl_met1	738	um
setup_path	crit_arrival	0.86	ns
die	num_rows	21	
synth	syn-instance-count	18	
setup_path	critical_path_required	0.80	ns
sta	holdWs	0.794	ns
grt	grt-ovfl-total	0	
die	chipArea	6400	sq um
placement	io_buffer_count	49	
synth	synth.distinct_cells	4	
setup_path	crit_type	input pin to output port	
sta	slew_headroom	0.953	
setup_path	cpMostUsedCell	buf_12	
synth	avgSynthCellArea	13.8	sq um
synth	top_cells_by_area	mux2_4, mux2_2, buf_12, buf_6	
placement	dp_hpwl	1220	um
synth	synth_seq_share	0	
routing	route.detailed.wl_per_inst	12.4	um
power_and_ir_drop	p_leak	0.417	nW
synth	top_area_cell	mux2_4	
## tightest hold or removal path, stage by stage
cell           delay [ns]
dlygate4sd2_1        0.19
mux2_4               0.12
buf_2                0.08
## cells in the mapped netlist
master  number
mux2_4      10
buf_6        1
buf_12       1
mux2_2       6
## power groups by stage
| stage | combinational [W] | sequential [W] | clock (W) |
|---|---|---|---|
| 5_1_grt | 0.000326 | 0 | 0 |
| 6_report | 0.000301 | 0 | 0 |
| 4_1_cts | 0.000286 | 0 | 0 |
## cell families after synthesis
| group | count (synthesis) | synth area share |
|---|---|---|
| buffers and inverters | 2 | 0.126 |
| multiplexers | 16 | 0.874 |
## final timing paths
check | startpoint | end | slack (ns) | depth (start not counted)
hold / removal | a[5] | out[5] | 0.79 | 3
setup / recovery | sel_mux | out[14] | -0.06 | 4
## metal layers
layer / GRT usage / vias to the layer above
li1: - / 167
met1: 0.0639 / 143
met2: 0.0449 / 49
met3: 0.0330 / 0
met4: 0 / 0
met5: 0 / -
## per-stage QoR
stage          cells  total power [W]
2_1_floorplan     18        0.0000893
3_3_place_gp     112         0.000319
3_5_place_dp     112         0.000319
4_1_cts          113         0.000286
5_1_grt          113         0.000326
6_report         113         0.000301
## timing repair
item | CTS | global route
endpoints found under the setup margin | 16 | 16
gates cloned | 1 | 0
hold buffers | 0 | 0
resized | 102 | 5
## layout make-up
| class | count | area share |
|---|---|---|
| Multi-Input combinational cell | 16 | 0.302 |
| Tap cell | 46 | 0.0724 |
| Timing Repair Buffer | 51 | 0.625 |
## placed cells by master, fill, tap and decap left out
cell / synthesis / layout
mux2_4: 10 / 16
buf_16: 0 / 1
buf_6: 1 / 11
dlygate4sd2_1: 0 / 32
buf_12: 1 / 2
buf_2: 0 / 5
Power and IR drop assume default switching activity.
